### run.sh
#!/bin/bash
# OpenROAD 26Q1-2900-gdf79404cd8, Yosys 0.63+post, stock flow scripts
make -C /OpenROAD-flow-scripts/flow DESIGN_CONFIG=/design/flow/config.mk WORK_HOME=/design/flow/orfs finish
### config.mk
export PLATFORM = sky130hd
export DESIGN_NAME = IZH_integrator
export DESIGN_NICKNAME = IZH_integrator
export VERILOG_FILES = /design/flow/design.v
export SDC_FILE = /design/flow/constraint.sdc
export NUM_CORES = 4
export LEC_CHECK = 1
export CORE_UTILIZATION = 40
### constraint.sdc
current_design IZH_integrator

set clk_period 38.2
set clk_io_pct 0.2

create_clock -name clk0 -period $clk_period

set non_clock_inputs [all_inputs -no_clocks]
set_input_delay [expr $clk_period * $clk_io_pct] -clock clk0 $non_clock_inputs
set_output_delay [expr $clk_period * $clk_io_pct] -clock clk0 [all_outputs]
### design.v
interface databus# (
    parameter  WIDTH = 32,
    parameter  DEPTH = 256
);
    wire [WIDTH-1:0] read;
    wire [WIDTH-1:0] write;
    wire we;
    wire [$clog2(DEPTH)-1:0] addr;
    modport to_mem (
    input read,
    output write, we, addr
    );
    modport from_mem (
    output read,
    input write, we, addr
    );
endinterface  
module IZH_integrator #(
    parameter V_WIDTH = 20,
    parameter FR_WIDTH = 11
)(
    input wire [V_WIDTH-1:0] I,
    input wire signed [V_WIDTH-1:0] w_old, v_old,
    output reg signed [V_WIDTH-1:0] w_new, v_new,
    output reg fire
);
    function signed [V_WIDTH-1:0] mult(
        input signed [V_WIDTH-1:0] a, b
    );
        reg [2*V_WIDTH-1:0] result;
        begin
            result = a*b;
            mult = result[V_WIDTH + FR_WIDTH - 1 : FR_WIDTH];
        end
    endfunction
    function signed [V_WIDTH-1:0] mul_dt(
        input signed [V_WIDTH-1:0] a
    );
        begin
            mul_dt = a >>> 2;  
        end
    endfunction
    reg signed [V_WIDTH-1:0] v_tmp, w_tmp;
    wire signed [V_WIDTH-1:0] v_th = (32 << FR_WIDTH);  
    always @(I, w_old, v_old) begin
        v_tmp = v_old
                    + mult(mul_dt(v_old), mult(v_old, ((2621 << FR_WIDTH) >> 16)))  
                    + mult(v_old, mul_dt(5 << FR_WIDTH))  
                    + mul_dt((140 << FR_WIDTH) - w_old + I);
        w_tmp = w_old + mul_dt(
                    + mult(v_old, ((261 << FR_WIDTH) >> 16))  
                    + mult(w_old, ((-1311 << FR_WIDTH) >>> 16))  
        );
        if (v_tmp > v_th) begin
            fire = 1'b1;
            v_new = (-65 << FR_WIDTH);  
            w_new = w_old + (8 << FR_WIDTH);  
        end else begin
            fire = 1'b0;
            v_new = v_tmp;
            w_new = w_tmp;
        end
    end
endmodule
==> impl_metrics.py <==
# Auto-generated metrics
metrics = {
    "outcome": {
        "status": "complete, no violations",
    },
    "synth": {
        "synth.largest_area_cell": "fa_1",
        "syn_avg_cell_area_um2": 8.675,
        "netlist_instances": 2308,
        "post_synth_num_cell_types": 62,
        "netlist_area_mm2": 0.02002,
        "common_cells": "inv_1, fa_1, ha_1",
        "ys_cells": 2308,
        "yosys.area.top_type_share": 0.3879,
        "yosys-top-cells-area": "fa_1, ha_1, inv_1",
        "synth_seq_share": 0,
        "yosys_area_mm2": 0.02002,
        "synth.most_common_cell": "inv_1",
        "yosys_warnings": 1,
    },
    "timing": {
        "fmax_mhz": 32.90,
        "layout_setup_ws_ns": 7.802,
        "fin_crit_ns": 30.40,
        "drv_slew": 0,
        "tns_ns": 0,
        "setup_viol": 0,
        "slew_headroom": 0.3341,
        "fin_crit_sh": 0.7958,
        "rsz0062_at_grt": "no",
        "hold_viol": 0,
        "worstMarginPinSlew_ns": 0.9917,
    },
    "worst_setup_path": {
        "cp_slowest_stage_delay_ns": 0.78,
        "cpMaxStageDelayCell": "xnor2_1",
        "critPathMaxFanout": 53,
        "endpoint": "w_new[19]",
        "cp-startpoint": "v_old[4]",
        "critPathCaptureType": "output pin",
        "crit_top_cell": "fa_1",
        "crit_arrival_ns": 22.76,
        "startpoint_type": "input port",
        "critPathKind": "input port to output pin",
        "cp.required_ns": 30.56,
    },
    "clocking": {
        "cts_resized": 0,
        "cts_setup_buffers": 0,
        "postCtsHoldBufs": 0,
    },
    "routing": {
        "drc": 0,
        "drtPass1Iterations": 5,
        "wire_per_inst_um": 16.25,
        "wl_mm": 49.66,
        "maxUsedRoutingLayer": "met4",
        "dr_wl_met2_mm": 22.40,
        "vias": 15078,
        "antenna_cells_inserted": 0,
        "dr_wl_met3_mm": 3.688,
        "wl_met1_mm": 23.15,
        "ant_nets": 0,
        "routed_via_density": 4.936,
        "drtIter0Drc": 631,
    },
    "grt": {
        "groute.usage.overall": 0.2187,
        "grt-ovfl-total": 0,
        "grt_pass1_vias": 15700,
        "grt_antenna_before_repair": 0,
        "grt_pass1_wl_mm": 82.78,
        "grt_max_degree": 54,
    },
    "final_layout": {
        "layout-drive-gt1-share": 0.02384,
        "nClkBuffers": 0,
        "regArea_um2": 0,
        "area.growth.synth_to_final_pct": 9.398,
        "n_sequential_cell": 0,
        "final_util": 0.4456,
    },
    "floorplanning": {
        "io_pins": 101,
        "fp.coreArea_mm2": 0.04915,
        "fp-utilization": 0.4074,
        "die_height_um": 225.7,
        "row_count": 81,
        "dieArea_mm2": 0.05096,
        "die_w_um": 225.7,
    },
    "placement": {
        "place_ws_ns": 7.900,
        "io_buffers": 101,
        "gp_congestion": 0.9567,
        "dp_hpwl_mm": 42.17,
    },
    "flow_run": {
        "maxCapViolations": 0,
        "tool_warnings": 36,
    },
    "min_path": {
        "hold_class": "input port to output pin",
    },
}
==> per-stage QoR <==
step	instances	hold WS (ns)	cell area, um2
after floorplan	2308	15.30	20020
after global placement	3055	16.53	21900
after detailed placement	3055	16.52	21900
after CTS	3055	16.52	21900
after global routing	3055	16.57	21900
final	3055	16.54	21900
==> worst min path at each step <==
stage | cells after the start | from | slack (ns) | to
6_report | 4 | w_old[2] | 16.54 | w_new[2]
5_1_grt | 4 | w_old[2] | 16.57 | w_new[2]
4_1_cts | 4 | w_old[2] | 16.52 | w_new[2]
==> cells in the final DEF, fill, tap and decap left out, drive strengths merged, types with 3 or more instances in the layout <==
cell,instances
nand3,19
nor2b,18
a41oi,3
o21bai,14
clkdlybuf4s50,101
nor3,70
a211oi,10
and3,5
o22ai,4
fa,388
nand2,220
xor2,44
ha,335
mux2i,4
or2,14
xnor2,93
o31a,4
buf,35
a21boi,10
mux2,4
a41o,3
or3,14
nor2,98
o311a,3
nand2b,18
inv,521
a21o,22
nor4,4
and2,84
o21ai,56
a21oi,80
nor3b,3
a31oi,11
o211ai,7
a2bb2oi,3
nand4,13
o21a,31
==> layout make-up <==
| cell class | count | area (um2) |
|---|---|---|
| multi-input combinational | 1733 | 17840 |
| timing repair buffer | 136 | 1274 |
| tap | 664 | 830.8 |
| inverter | 522 | 1959 |
| fill | 4657 | 27250 |
==> metal layers <==
layer,GRT usage,vias up
met5,0.001955,-
met4,0.01558,0
met3,0.05958,27
met2,0.3350,409
met1,0.3341,7214
li1,-,7428
==> worst max-delay path: cells and delay by family <==
| kind | cells | cell delay (ns) |
|---|---|---|
| simple gates | 9 | 1.75 |
| xor+xnor | 7 | 1.79 |
| buf+inv | 10 | 2.50 |
| mux | 1 | 0.28 |
| fa+ha+maj | 14 | 5.87 |
| compound gates | 15 | 2.87 |
==> kinds of logic (layout without fill, tap and decap cells) <==
family	count (synthesis)	count (layout)	synth area share
AND-OR/OR-AND	276	276	0.08848
XOR/XNOR	138	138	0.06105
adder cells (fa/ha/maj)	723	723	0.5973
buffers and inverters	575	658	0.1093
multiplexers	8	8	0.004249
AND/OR/NAND/NOR	588	588	0.1397
