`/design/flow/design.v`:
```
interface databus# (
    parameter  WIDTH = 32,
    parameter  DEPTH = 256
);
    wire [WIDTH-1:0] read;
    wire [WIDTH-1:0] write;
    wire we;
    wire [$clog2(DEPTH)-1:0] addr;
    modport to_mem (
    input read,
    output write, we, addr
    );
    modport from_mem (
    output read,
    input write, we, addr
    );
endinterface  
module impulse_generator #(
    parameter HOLD_TIME = 8  
)(
    input wire clk,
    input wire reset,
    input wire fire,
    output reg synout
);
    reg [$clog2(HOLD_TIME) - 1:0] holdctr;
    always @(posedge clk or posedge reset) begin
        if (reset) begin
            synout <= 0;
            holdctr <= 0;
        end else begin
            if (fire) begin
                synout <= 1'b1;
                holdctr <= HOLD_TIME - 1;
            end
            else if (holdctr > 0) begin
                synout <= 1'b1;
                holdctr <= holdctr - 1;
            end
            else begin
                synout <= 1'b0;
            end
        end
    end
endmodule
```
`/design/flow/run.sh`:
```
#!/bin/bash
# OpenROAD 26Q1-2900-gdf79404cd8, Yosys 0.63+post, stock flow scripts
make -C /OpenROAD-flow-scripts/flow DESIGN_CONFIG=/design/flow/config.mk WORK_HOME=/design/flow/orfs finish
```
`/design/flow/config.mk`:
```
export PLATFORM = sky130hd
export DESIGN_NAME = impulse_generator
export DESIGN_NICKNAME = impulse_generator
export VERILOG_FILES = /design/flow/design.v
export SDC_FILE = /design/flow/constraint.sdc
export NUM_CORES = 4
export LEC_CHECK = 1
export CORE_AREA = 10 10 70 70
export DIE_AREA = 0 0 80 80
```
`/design/flow/constraint.sdc`:
```
current_design impulse_generator

set clk_period 1.4
set clk_io_pct 0.2

create_clock -name clk0 -period $clk_period [get_ports {clk}]

set non_clock_inputs [all_inputs -no_clocks]
set_input_delay [expr $clk_period * $clk_io_pct] -clock clk0 $non_clock_inputs
set_output_delay [expr $clk_period * $clk_io_pct] -clock clk0 [all_outputs]
```
==> deck_impl_summary.md <==
Flow Results at a Glance

Placed design
  – Placement Cell Area: 298 sq um
  – Placed cells: 69
  – Routability cong.: 0.694
  – DP Wirelength: 323 um
  – # port buffers: 3

Synth
  – Synth Area in XOR/XNOR: 0
  – Post-synth regs: 4
  – Yosys Instances: 20
  – Adder Share, Synth: 0.119
  – Synth Area in Simple Gates: 0.214
  – Dominant kind of combinational cell: simple AND/OR/NAND/NOR gates
  – Cell count after synthesis: 20
  – Netlist Area Pre-Place: 210 sq um
  – Post-synth seq share: 0.476
  – Post-synth area hogs: dfrtp_1 (48%), ha_1 (12%), mux2i_1 (9.5%)
  – Async set-reset flop share out of synthesis: 1.00
  – Distinct lib cells: 9
  – AO/OA Area Share: 0.0417
  – Synth top cell by count: dfrtp_1
  – Syn avg cell area: 10.5 sq um
  – Top-area cell share: 0.476
  – Synth mux share: 0.0952
  – Synth cell count leaders: dfrtp_1 (4), inv_1 (3), nor2_1 (3), nor2b_1 (3)
  – Post-synth EDFFs: 0
  – Cell type with the highest aggregate area in the netlist: dfrtp_1
  – Most common reg cell: dfrtp_1
  – YS chip area: 210 sq um
  – Ys Warns: 1

Job
  – Maxcap violations: 0
  – Tool warnings: 26

Timing
  – Worst-case clock skew: 5.45 ps
  – Hold slack: 229 ps
  – Worst slew margin: 0.865
  – Min Tclk post-route: 1280 ps
  – RSZ-0062 raised after global routing: false
  – Tcrit/Tclk final: 0.913
  – Worst-margin pin slew: 202 ps
  – Setup-failing EPs final: 0
  – Slew Limit Fails: 0
  – Fin. Hold Viols: 0
  – Final setup TNS: 0 ps
  – Max Freq: 782 MHz

Cells and area
  – Final core occ: 0.0945
  – Final Instance Area: 323 sq um
  – Layout overhead on the synthesized area: 53.6%
  – Fraction of layout cells with a size suffix above 1: 0.154
  – Final Non-Filler Cells: 73

Power and ir drop
  – Clock Power Share: 0.466
  – Lkg Pwr: 0.000122 uW
  – Switching pwr: 67.4 uW
  – Switching share of power: 0.221
  – Comb power frac: 0.111
  – Sequential fraction of design power: 0.422
  – Power Dens Cells: 944 nW/um^2
  – Pint: 237 uW
  – Peak supply drop: 175 uV

Routing
  – Drc violations: 0
  – Drt total wl: 411 um
  – Met3 wire len: 111 um
  – WL met1: 163 um
  – Highest metal used: met3
  – Via-to-Cell Ratio: 2.04
  – Post-detailed-route wirelength per cell: 5.63 um
  – Drt first pass iters: 2
  – Met2 Routed Length: 136 um
  – Starting DRT DRC Count: 18
  – Final antenna-violating net count: 0
  – DR vias: 149

Setup path
  – Reg2reg path depth: 4
  – Worst path depth: 1
  – Worst-path cell chain: clkdlybuf4s50_1
  – Reg2reg end: holdctr[1]
  – Max FO, Critical Path: 1
  – Slowest-stage cell, CP: clkdlybuf4s50_1
  – Setup crit end kind: output pin
  – Worst Path Arrival: 1000 ps
  – Crit path to: synout
  – Crit path DRT: 1120 ps
  – Flop2flop setup slack: 260 ps
  – CP startpoint: synout
  – Worst Path Buf+Inv: 1
  – Worst R2R Start: holdctr[0]
  – CP Launch Type: register
  – Crit path largest cell delay: 450 ps
  – Crit path kind: register to output pin
  – CP top delay family: buffers and inverters

Clocking
  – Post-CTS setup buffer count: 0
  – CTS clk-pin slew, worst paths: 40 ps
  – Clk buf depth: 2
  – Hold-fix buffers, CTS: 0
  – Latency at later pin: 240 ps
  – Clock root buffer: clkbuf_4
  – Num Clock Sinks: 4
  – CTS tree: yes
  – Gates resized, CTS repair: 0
  – Number of CTS-inserted buffers: 3
  – H-tree Lvls: 1

GRT
  – First-pass GRT wire length: 800 um
  – Initial antenna violation count: 1
  – Grt total ovfl: 0
  – Largest net degree at the start of global routing: 7
  – Global-route usage over all layers: 0.0179
  – Number of global-route vias before repair: 176

Floorplan
  – Initial Util: 0.0615
  – IO Count: 4
  – Core region area: 3420 sq um
  – Die height: 80 um
  – Die X: 80 um
  – Die area: 6400 sq um
  – Rows: 21

Worst hold path
  – Worst Hold Class: input port to async pin

Outcome
  – Outcome: finished, final reports clean
[cells in the final DEF, fill, tap and decap left out]
cell             n
a211o_1          1
clkbuf_4         3
clkdlybuf4s50_1  3
dfrtp_1          4
diode_2          1
ha_1             2
inv_1            3
mux2i_1          2
nand2b_1         1
nor2_1           3
nor2b_1          3
nor2b_2          1
[layout make-up]
| class | instances | area (sq um) |
|---|---|---|
| Fill cell | 405 | 3090 |
| Timing Repair Buffer | 3 | 30.0 |
| Sequential cell | 4 | 100 |
| Inverter | 3 | 11.3 |
| Tap cell | 46 | 57.6 |
| Clock buffer | 3 | 22.5 |
| Multi-Input combinational cell | 13 | 98.8 |
| Antenna cell | 1 | 2.50 |
[layer usage]
layer,vias up,global-route usage
li1,77,-
met1,65,0.0194
met2,7,0.0193
met3,0,0.0261
met4,0,0.00176
met5,-,0
[power by group through the flow]
stage | combinational [uW] | clock (uW) | sequential [uW]
finish | 33.9 | 142 | 129
CTS | 34.5 | 147 | 129
global route | 42.8 | 164 | 130
[metrics by stage]
| stage | total power, uW | setup slack [ps] |
|---|---|---|
| floorplan | 151 | 368 |
| global placement | 161 | 262 |
| detailed placement | 164 | 239 |
| CTS | 310 | 105 |
| global route | 337 | 72.5 |
| finish | 305 | 122 |
[how the worst min path moves through the flow]
| stage | depth (start not counted) | end |
|---|---|---|
| 4_1_cts | 2 | synout |
| 5_1_grt | 2 | synout |
| 6_report | 2 | synout |
[logic make-up (layout without fill, tap and decap cells)]
group	after synthesis	after routing
simple gates	8	8
fa+ha+maj	2	2
buf+inv	3	9
flops	4	4
other cells	0	1
compound gates	1	1
mux	2	2
[state kept, by name, indices dropped and copies added, names as in the netlist]
signal   flops
synout       1
holdctr      3
No activity file was given, so power comes from the tool's default toggle rates.
